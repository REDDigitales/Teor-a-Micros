File: ./run.sh
#!/bin/bash
# OpenROAD 26Q1-2900-gdf79404cd8, Yosys 0.63+post, stock flow scripts
make -C /OpenROAD-flow-scripts/flow DESIGN_CONFIG=/design/flow/config.mk WORK_HOME=/design/flow/orfs finish
File: ./config.mk
export PLATFORM = sky130hd
export DESIGN_NAME = mem
export DESIGN_NICKNAME = mem
export VERILOG_FILES = /design/flow/design.v
export SDC_FILE = /design/flow/constraint.sdc
export NUM_CORES = 4
export LEC_CHECK = 1
export CORE_UTILIZATION = 50
File: ./constraint.sdc
current_design mem

set clk_period 8.7
set clk_io_pct 0.2

create_clock -name clk0 -period $clk_period [get_ports {clk}]

set non_clock_inputs [all_inputs -no_clocks]
set_input_delay [expr $clk_period * $clk_io_pct] -clock clk0 $non_clock_inputs
set_output_delay [expr $clk_period * $clk_io_pct] -clock clk0 [all_outputs]
File: ./design.v
`timescale 1ns / 1ps
module mem(
    input clk, Mem_rd, Mem_wr,
    input [31:0] Dir_Mem, Dato_Mem_in,
    output reg [31:0] Dato_Mem_out
    );
    parameter grande = 31;
    reg [grande:0] r1, r2, r3;
    initial
     begin
         r1 = 32'h0;
         r2 = 32'h0;
         r3 = 32'h0;
     end
    always@(posedge clk)
    begin
        case (Dir_Mem)
            32'h10000000:
            begin
                if (~Mem_rd)
                    Dato_Mem_out = r1;
                else if (~Mem_wr)
                    r1 = Dato_Mem_in;
            end
            32'h10000004:
            begin
                if (~Mem_rd)
                    Dato_Mem_out = r2;
                else if (~Mem_wr)
                    r2 = Dato_Mem_in;
            end
            32'h10000008:
            begin
                if (~Mem_rd)
                    Dato_Mem_out = r3;
                else if (~Mem_wr)
                    r3 = Dato_Mem_in;
            end
            default: Dato_Mem_out = 32'hf;
        endcase
    end
endmodule
==> flow_metrics.env <==
# physical design summary
export IMPL_io_buffers=98
export IMPL_drc=0
export IMPL_drt_iter0_drc=68
export IMPL_gp_congestion=0.729
export IMPL_tns_ps=0
export IMPL_worst_pin_slew_ps=725
export IMPL_ys_seq_share_pct=76.3
export IMPL_yosysChipArea_um2=5030
export IMPL_critPathTopFamily="simple AND/OR/NAND/NOR gates"
export IMPL_clkLatencyLatePin_ps=500
export IMPL_setup_worst_path_end_class="register"
export IMPL_cp_slowest_cell="nor2b_4"
export IMPL_core_area_um2=9770
export IMPL_postCtsHoldBufs=0
export IMPL_drv_slew=0
export IMPL_cts_root_buf="clkbuf_8"
export IMPL_htree_levels=4
export IMPL_grt_pass1_wl_um=14700
export IMPL_arrival_ps=4200
export IMPL_top_area_cell="edfxtp_1"
export IMPL_critPathKind="input pin to register"
export IMPL_cp_depth=5
export IMPL_drive_above_1_share_pct=20.6
export IMPL_antenna_found_initial=0
export IMPL_synth_seq_cells=128
export IMPL_required_ps=8870
export IMPL_ir_worst_vdd_uv=128
export IMPL_p_per_area_nw_per_um2=203
export IMPL_fin_crit_ps=4020
export IMPL_die_area_um2=10500
export IMPL_grt_pass1_vias=2957
export IMPL_crit_fanout=37
export IMPL_syn_to_final_growth_pct=32.2
export IMPL_layout_worst_path_cycle_share_pct=46.2
export IMPL_num_vias=2799
export IMPL_cts_repair_resize_count=0
export IMPL_yosys_cell_types_count=21
export IMPL_synth_cell_area_um2=5030
export IMPL_fill_cells=684
export IMPL_cts_made_buffers=17
export IMPL_fp_dieH_um=102
export IMPL_syn_inst=266
export IMPL_syn_avg_cell_area_um2=18.9
export IMPL_grt_max_degree=38
export IMPL_post_dp_hpwl_um=5580
export IMPL_startpoint_type="input pin"
export IMPL_yosysWarnings=1
export IMPL_openroad_warnings=26
export IMPL_fin_worst_skew_ps=5.51
export IMPL_ys_cells=266
export IMPL_top_area_share_pct=76.3
export IMPL_crit_chain="buf_2 > nor2b_4 > nand2_1 > nor3_4 > buf_4"
export IMPL_p_leak_nw=2.24
export IMPL_status="finished, final reports clean"
export IMPL_r2r_cells=3
export IMPL_slowest_delay_ps=750
export IMPL_std_cell_rows=36
export IMPL_ys_top_cells_by_area="edfxtp_1 76%, nor3_2 6.0%, mux2i_1 5.6%"
export IMPL_dr_pass1_iters=7
export IMPL_cp_buffers_inverters=2
export IMPL_clkSinkCount=128
export IMPL_relSlewSlack_pct=51.6
export IMPL_die_w_um=102
export IMPL_num_antenna_cells=0
export IMPL_r2r_slack_ps=7510
export IMPL_logic_area_um2=1090
export IMPL_grt_remaining_overflow=0
export IMPL_whs_ps=587
export IMPL_post_cts_setup_buffer_count=0
export IMPL_io_pin_count=99
export IMPL_clock_path_buffers=2
export IMPL_grtUsageTotal_pct=21.2
export IMPL_finalSetupViolCount=0
export IMPL_antenna_left=0
export IMPL_max_clock_freq_mhz=249
export IMPL_fp_util_pct=51.5
export IMPL_holdPathStages=2
export IMPL_clkTransAtPathRegs_ps=60
export IMPL_rsz0062_at_grt="no"
export IMPL_regArea_um2=3840
export IMPL_drv_cap=0
export IMPL_hp_class="register to register"
export IMPL_wl_per_cell_um=18.1
export IMPL_via_per_inst=5.41
export IMPL_wl_um=9350
export IMPL_hold_viol=0
export IMPL_cts_tree="yes"
[power by group]
part | internal [mW] | total [mW] | switching (mW)
combinational | 0.0386 | 0.0633 | 0.0247
clock | 0.353 | 0.610 | 0.257
sequential | 0.676 | 0.676 | 0.0000000000960
[path summary, 6_finish.rpt]
path	startpoint	end
setup / recovery	Dir_Mem[3]	r3[9]
hold / removal	r3[3]	Dato_Mem_out[3]
setup reg to reg	r2[0]	Dato_Mem_out[0]
hold reg to reg	r3[3]	Dato_Mem_out[3]
[flip-flops by register name, summed over array words and instances, names as in the netlist]
name,cells
r1,32
r2,32
r3,32
Dato_Mem_out,32
[cells in the mapped netlist]
master     instances
a2bb2oi_1         28
and4_1             3
buf_2              7
buf_4              4
buf_6              3
clkbuf_1           5
edfxtp_1         128
mux2_2             4
mux2i_1           28
nand2_1            2
nand2b_1           1
nand3_1            4
nand3b_1           1
nand4_1            3
nor2_1             2
nor2b_1            2
nor3_2            30
nor4_1             3
nor4_2             3
nor4b_2            1
o22ai_1            4
[final cells by class]
cell class | instances | area share (%)
well taps | 133 | 2.50
clock buffers | 18 | 6.28
flip-flops and latches | 128 | 57.7
multi-input cells | 119 | 16.4
clock inverters | 14 | 1.65
repair buffers | 105 | 15.4
[layout by cell type, fill, tap and decap left out]
cell type and instances:
edfxtp_1 128, clkdlybuf4s50_1 96, mux2i_1 28, a2bb2oi_1 28, nor3_2 28, clkbuf_16 16
buf_4 7, clkinvlp_4 5, mux2_2 4, o22ai_1 4, nand3_1 4, nor4_2 3
nand4_1 3, nor4_1 3, inv_6 3, clkinv_4 3, nor2_1 2, and4_1 2
nand2_1 2, nor3_4 2, buf_2 2, nor2b_4 1, nor4b_2 1, nand2b_1 1
nor2b_1 1, nand3b_1 1, and4_2 1, clkbuf_8 1, clkbuf_1 1, clkinv_1 1
clkinv_2 1, inv_8 1
[layer usage]
| metal | GRT usage, % | routed length [µm] | vias to the layer above |
|---|---|---|---|
| li1 | - | - | 1301 |
| met1 | 34.2 | 4070 | 1385 |
| met2 | 31.9 | 4530 | 102 |
| met3 | 8.97 | 636 | 11 |
| met4 | 2.53 | 103 | 0 |
| met5 | 0 | 0 | - |
[through the flow]
step	total power [mW]	std cells	instance area [µm²]	utilization [%]	setup slack, ps
floorplan	0.714	266	5030	-	4510
global route	1.39	517	6660	68.1	4450
detailed placement	0.753	485	6130	62.7	4070
CTS	1.36	517	6660	68.1	4630
finish	1.35	517	6660	68.1	4680
global placement	0.752	485	6130	62.7	4080
[tightest hold or removal path, stage by stage, from the launching register on]
cell and delay [ps]:
edfxtp_1 320, o22ai_1 80, nand3_1 80
[cell families (layout without fill, tap and decap cells)]
group	count (synthesis)	after routing	synth area share (%)
DFF	128	128	76.3
and+or+nand+nor	55	55	9.49
AOI/OAI and AO/OA	32	32	5.37
muxes	32	32	6.46
buffers and inverters	19	137	2.34
Power figures rest on the tool's default switching activity, not on a simulated workload.
